==> ./design.v <==
module ds18b20_ctrl(
   input                       sys_clk     ,  
   input                       sys_rst_n   ,  
   output     [13:0]           temp_data_r , 
   output reg                  temp_sign   , 
   output reg                  temp_over   ,
   inout                       dq            
);
parameter TIME_1US               = 5'd24          ;
parameter TIME_750MS             = 20'd749_999    ;
parameter IDLE                   = 4'd0           ;
parameter RESET_PULSES           = 4'd1           ;
parameter PRESENCE_PULSES        = 4'd2           ;
parameter WR_RCC_CMD             = 4'd3           ;
parameter WAIT_750MS             = 4'd4           ;
parameter RESET_PULSES_2         = 4'd5           ;
parameter PRESENCE_PULSES_2      = 4'd6           ;
parameter WR_RCC_CMD_2           = 4'd7           ;
parameter RD_TEMP                = 4'd8           ;
parameter CC44              = 16'b0100010011001100;
parameter CCBE              = 16'b1011111011001100;
reg    [4:0 ]   cnt_1us                           ;
reg    [19:0]   cnt_us                            ;
reg            dq_out,dq_en                       ;
wire           dq_in                              ;
wire            end_cnt_us                        ;
assign          dq=dq_en?dq_out:1'bz              ;
assign          dq_in=dq                          ;
reg             clk_us                            ;
reg    [3:0 ]   state_c                           ;
reg    [3:0 ]   state_n                           ;
reg    [3:0 ]   bit_num                           ; 
reg             start_flag                        ;
reg    [15:0]   data                              ;
reg    [15:0]   data_r                            ;
reg    [20:0]   temp_data                         ; 
assign temp_data_r=temp_data/100;
always @(posedge sys_clk or negedge sys_rst_n)begin 
    if(!sys_rst_n)begin
        cnt_1us <= 5'd0;
    end 
    else if(cnt_1us==TIME_1US)begin 
        cnt_1us <= 5'd0;
    end 
    else begin 
        cnt_1us <= cnt_1us + 1'd1;
    end 
end
always @(posedge sys_clk or negedge sys_rst_n)begin 
    if(!sys_rst_n)begin
        clk_us <= 1'd0;
    end 
    else if(cnt_1us==TIME_1US)begin 
        clk_us <= ~clk_us;
    end 
    else begin 
        clk_us <= clk_us;
    end 
end
always @(posedge clk_us or negedge sys_rst_n)begin 
    if(!sys_rst_n)begin
        cnt_us <= 20'd0;
    end 
    else if(end_cnt_us)begin 
        cnt_us <= 20'd0;
    end 
    else begin 
        cnt_us <= cnt_us + 1'd1;
    end 
end
always @(posedge sys_clk or negedge sys_rst_n) begin
    if(!sys_rst_n)begin
        temp_over <= 1'b0;
    end
    else if(state_c==RD_TEMP&&cnt_us==64&&bit_num==15)begin
        temp_over <= 1'b1;
    end
    else begin
        temp_over <= 1'b0;
    end
end
assign end_cnt_us=(cnt_us==499&&(state_c==RESET_PULSES||state_c==RESET_PULSES_2||state_c==PRESENCE_PULSES||state_c==PRESENCE_PULSES_2))||(state_c==RD_TEMP&&cnt_us==64)||(cnt_us==74&&(state_c==WR_RCC_CMD||state_c==WR_RCC_CMD_2))||state_c==IDLE||(state_c==WAIT_750MS&&cnt_us==TIME_750MS);
always @(posedge clk_us or negedge sys_rst_n)begin 
    if(!sys_rst_n)begin
        state_c <= IDLE;
    end 
    else begin 
        state_c <= state_n;
    end 
end
always @(posedge clk_us or negedge sys_rst_n) begin
    if(!sys_rst_n)begin
        start_flag <= 1'b0;
    end
    else if(state_c==PRESENCE_PULSES||PRESENCE_PULSES_2)begin
        if(cnt_us==70&&dq_in==0)begin
            start_flag <= 1'b1;
        end
        else begin
            start_flag <= start_flag;
        end
    end
    else begin
        start_flag <= 1'b0;
    end
end
always @(posedge clk_us or negedge sys_rst_n) begin
    if(!sys_rst_n)begin
        bit_num <= 4'd0;
    end
    else if(state_c==WR_RCC_CMD||WR_RCC_CMD_2||RD_TEMP)begin
        if((state_c==WR_RCC_CMD&&cnt_us==74)||(state_c==WR_RCC_CMD_2&&cnt_us==74)||(state_c==RD_TEMP&&cnt_us==64))begin
            bit_num <= bit_num + 1'd1;
        end
        else begin
            bit_num <= bit_num;
        end
    end
    else begin
        bit_num <= 4'd0;
    end
end
always @(*)begin 
    case (state_c)
        IDLE             :begin
            state_n = RESET_PULSES;
        end
        RESET_PULSES     :begin
            if(cnt_us==499)begin
                state_n = PRESENCE_PULSES;
            end
            else begin
                state_n = RESET_PULSES;
            end
        end
        PRESENCE_PULSES  :begin
            if(start_flag==1 &&cnt_us==499)begin
                state_n = WR_RCC_CMD;
            end
            else if(start_flag==0&&cnt_us==499)begin
                state_n = IDLE;
            end
            else begin
                state_n = PRESENCE_PULSES;
            end
        end
        WR_RCC_CMD       :begin
            if(cnt_us==74&&bit_num==15)begin
                state_n = WAIT_750MS;
            end
            else begin
                state_n = WR_RCC_CMD;
            end
        end
        WAIT_750MS       :begin
            if(cnt_us==TIME_750MS)begin
                state_n = RESET_PULSES_2;
            end
            else begin
                state_n = WAIT_750MS;
            end
        end
        RESET_PULSES_2   :begin
            if(cnt_us==499)begin
                state_n = PRESENCE_PULSES_2;
            end
            else begin
                state_n = RESET_PULSES_2;
            end
        end
        PRESENCE_PULSES_2:begin
            if(start_flag==1&&cnt_us==499)begin
                state_n = WR_RCC_CMD_2;
            end
            else if(start_flag==0&&cnt_us==499)begin
                state_n = IDLE;
            end
            else begin
                state_n = PRESENCE_PULSES_2;
            end
        end
        WR_RCC_CMD_2     :begin
            if(cnt_us==74&&bit_num==15)begin
                state_n = RD_TEMP;
            end
            else begin
                state_n = WR_RCC_CMD_2;
            end
        end
        RD_TEMP          :begin
            if(cnt_us==64&&bit_num==15)begin
                state_n = IDLE;
            end
            else begin
                state_n = RD_TEMP;
            end
        end
        default: state_n = IDLE;
    endcase
end
always @(*) begin
    if(!sys_rst_n)begin
            dq_out=1'b0;
            dq_en =1'b0;
    end
    case (state_c)
        IDLE             :begin
            dq_out=1'b0;
            dq_en =1'b0;
        end
        RESET_PULSES     :begin
            dq_out=1'b0;
            dq_en =1'b1;
        end
        PRESENCE_PULSES  :begin
            dq_out=1'b0;
            dq_en =1'b0;
        end
        WR_RCC_CMD       :begin
            if(cnt_us>62)begin
               dq_out=1'b0;
               dq_en =1'b0; 
            end
            else if(cnt_us<=1)begin
                dq_out=1'b0;
                dq_en =1'b1; 
            end
            else if(CC44[bit_num]==0)begin
                dq_out=1'b0;
                dq_en =1'b1; 
            end
            else if(CC44[bit_num]==1)begin
                dq_out=1'b0;
                dq_en =1'b0; 
            end
        end
        WAIT_750MS       :begin
            dq_out=1'b1;
            dq_en =1'b1;
        end
        RESET_PULSES_2   :begin
            dq_out=1'b0;
            dq_en =1'b1;
        end
        PRESENCE_PULSES_2:begin
            dq_out=1'b0;
            dq_en =1'b0;
        end
        WR_RCC_CMD_2     :begin
            if(cnt_us>62)begin
               dq_out=1'b0;
               dq_en =1'b0; 
            end
            else if(cnt_us<=1)begin
                dq_out=1'b0;
                dq_en =1'b1; 
            end
            else if(CCBE[bit_num]==0)begin
                dq_out=1'b0;
                dq_en =1'b1; 
            end
            else if(CCBE[bit_num]==1)begin
                dq_out=1'b0;
                dq_en =1'b0; 
            end
        end
        RD_TEMP          :begin
            if(cnt_us<=2)begin
                    dq_out=1'b0;
                    dq_en =1'b1;
                end
            else begin
                dq_out=1'b0;
                dq_en =1'b0;
            end
        end
        default: begin
            dq_out=1'b0;
            dq_en =1'b0;
        end
    endcase
end
always @(posedge clk_us or negedge sys_rst_n) begin
    if(!sys_rst_n)begin
        data <= 16'd0;
    end
    else if(state_c==RD_TEMP)begin
        if(cnt_us==14)begin
            data[bit_num] <= dq_in;
        end
        else begin
            data <= data;
        end
    end
    else begin
        data <= 16'd0;
    end
end
always @(posedge clk_us or negedge sys_rst_n)begin 
    if(!sys_rst_n)begin
        data_r <= 16'd0;
    end 
    else if(state_c==IDLE)begin
        data_r <= 16'd0;
    end
    else if((data[15]==1)&&state_c==RD_TEMP&&cnt_us==20&&bit_num==15)begin 
        data_r <= ~data + 1;
    end 
    else if((data[15]==0)&&state_c==RD_TEMP&&cnt_us==20&&bit_num==15)begin
        data_r <= data;
    end
    else begin
        data_r <= data_r;
    end
end
always @(posedge clk_us or negedge sys_rst_n) begin
    if(!sys_rst_n)begin
        temp_data <= 21'd0; 
    end
    else if(state_c==RD_TEMP&&cnt_us==63&&bit_num==15)begin
        temp_data <= data_r[0]*625+data_r[1]*1250+data_r[2]*2500+data_r[3]*5000+data_r[4]*10000+data_r[5]*20000+data_r[6]*40000+data_r[7]*80000+data_r[8]*160000+data_r[9]*320000+data_r[10]*640000;
    end
    else begin
        temp_data <= temp_data ;
    end
end
always @(posedge sys_clk or negedge sys_rst_n)begin 
    if(!sys_rst_n)begin
        temp_sign <= 1'b0;
    end 
    else if(state_c==RD_TEMP&&cnt_us==63&&bit_num==15)begin 
        temp_sign <= data[15];
    end 
    else begin 
        temp_sign <= temp_sign ;
    end 
end
endmodule
==> ./run.sh <==
#!/bin/bash
# OpenROAD 26Q1-2900-gdf79404cd8, Yosys 0.63+post, stock flow scripts
make -C /OpenROAD-flow-scripts/flow DESIGN_CONFIG=/design/flow/config.mk WORK_HOME=/design/flow/orfs finish
==> ./config.mk <==
export PLATFORM = sky130hd
export DESIGN_NAME = ds18b20_ctrl
export DESIGN_NICKNAME = ds18b20_ctrl
export VERILOG_FILES = /design/flow/design.v
export SDC_FILE = /design/flow/constraint.sdc
export NUM_CORES = 4
export LEC_CHECK = 1
export CORE_UTILIZATION = 40
==> ./constraint.sdc <==
current_design ds18b20_ctrl

set clk_period 1.8
set clk_io_pct 0.2

create_clock -name clk0 -period $clk_period [get_ports {sys_clk}]

set non_clock_inputs [all_inputs -no_clocks]
set_input_delay [expr $clk_period * $clk_io_pct] -clock clk0 $non_clock_inputs
set_output_delay [expr $clk_period * $clk_io_pct] -clock clk0 [all_outputs]
==> metrics.csv <==
metric,value,unit
status,stopped before the end,
haltStage,clock tree synthesis (4_1_cts),
toolErrorMsg,"[error] [KeplerFormal.cpp:679] Workflow failed: Iso has multiple drivers: .dq0, dq$_DLATCH_N_.Q0",
place.gp.congestion,0.888,
numCtsBuffers,3,
synth.avg_cell_area,8.53,um2
flop_cell,dfrtp_1,
syn_area,9150,um2
ctsHtreeMaxLevel,1,
untimed_endpoints,93,
ys_ff,85,
post_cts_buffers,0,
edf_count,0,
io_pins,19,
dp_hpwl,14.1,mm
async_flop_share,98.8,%
cts_resized,0,
ys_top_cells_by_count,"97 x nor2_1, 83 x dfrtp_1, 79 x nand2_1",
top_cell_area_share,22.7,%
synth_cell_type_count,113,
io_buffers,17,
topCellsByArea,"dfrtp_1 23%, ha_1 9.8%, fa_1 4.6%",
ys_area,9150,um2
cts_buffer_depth,2,
die_h,153,um
dieWidth,153,um
clock-root-buffer,clkbuf_16,
largest_area_cell,dfrtp_1,
ys_warn_count,4,
syn_inst,1073,
initCoreUtil,41.4,%
rows,54,
unclocked_regs,77,
synth_stat.cells,1073,
yosysMostFrequentCell,nor2_1,
ctsHoldBuffers,0,
==> per-stage QoR <==
step                hold WS [ns]  cells  area, um2  power, mW  setup WS [ns]
detailed placement         0.298   1319       9450      0.225          0.624
floorplan                 0.0644   1073       9150      0.183          0.334
global placement           0.300   1319       9450      0.225          0.636
==> logic make-up after synthesis <==
group                      synth area share [%]
and+or+nand+nor                            20.4
AOI/OAI and AO/OA                          25.7
buffers and inverters                      6.04
adders and majority gates                  14.7
DFF                                        23.0
xor gates and xnor gates                   6.48
muxes                                      3.49
other                                    0.0410
latches                                   0.164
No activity file was given, so power comes from the tool's default toggle rates.
